==> design/flow/design.v <==
`timescale 1ns/1ns
module Adder #(parameter WIDTH = 8)(
    input [WIDTH-1:0] a,
    input [WIDTH-1:0] b,
    output [WIDTH:0] sum  
);
    assign sum = a + b;
endmodule
`timescale 1ns/1ns
module Level2 #(parameter WIDTH = 4)(
    input clk,
    input [WIDTH-1:0] data1, data2,
    input [WIDTH-1:0] coef1, coef2,
    output [2*WIDTH:0] out
);
    wire [WIDTH-1:0] q1, q2;
    wire [2*WIDTH-1:0] m1, m2;
    wire [2*WIDTH:0] sum;
    Register #(WIDTH) r1(clk, data1, q1);
    Register #(WIDTH) r2(clk, data2, q2);
    Multiplier #(WIDTH) mul1(q1, coef1, m1);
    Multiplier #(WIDTH) mul2(q2, coef2, m2);
    Adder #(2*WIDTH) add1(m1, m2, sum);
    assign out = sum;
endmodule
`timescale 1ns/1ns
module Multiplier #(parameter WIDTH = 4)(
    input [WIDTH-1:0] a,
    input [WIDTH-1:0] b,
    output [2*WIDTH-1:0] out
);
    assign out = a * b;
endmodule
`timescale 1ns/1ns
module Register #(parameter WIDTH = 4)(
    input clk,
    input [WIDTH-1:0] d,
    output reg [WIDTH-1:0] q
);
    always @(posedge clk)
        q <= d;
endmodule
`timescale 1ns/1ns
module TopLevel #(parameter WIDTH = 4)(
    input clk,
    input [WIDTH-1:0] d1, d2, d3, d4,
    input [WIDTH-1:0] c1, c2, c3, c4,
    output [2*WIDTH+1:0] final_out
);
wire [2*WIDTH:0] mid1, mid2;
Level2 #(WIDTH) l2a(clk, d1, d2, c1, c2, mid1);
Level2 #(WIDTH) l2b(clk, d3, d4, c3, c4, mid2);
Adder #(2*WIDTH+1) final_add (
    .a(mid1),
    .b(mid2),
    .sum(final_out)
);
endmodule
==> design/flow/run.sh <==
#!/bin/bash
# OpenROAD 26Q1-2900-gdf79404cd8, Yosys 0.63+post, stock flow scripts
make -C /OpenROAD-flow-scripts/flow DESIGN_CONFIG=/design/flow/config.mk WORK_HOME=/design/flow/orfs finish
==> design/flow/config.mk <==
export PLATFORM = sky130hd
export DESIGN_NAME = TopLevel
export DESIGN_NICKNAME = TopLevel
export VERILOG_FILES = /design/flow/design.v
export SDC_FILE = /design/flow/constraint.sdc
export NUM_CORES = 4
export LEC_CHECK = 1
export CORE_UTILIZATION = 30
==> design/flow/constraint.sdc <==
current_design TopLevel

set clk_period 8.9
set clk_io_pct 0.2

create_clock -name clk0 -period $clk_period [get_ports {clk}]

set non_clock_inputs [all_inputs -no_clocks]
set_input_delay [expr $clk_period * $clk_io_pct] -clock clk0 $non_clock_inputs
set_output_delay [expr $clk_period * $clk_io_pct] -clock clk0 [all_outputs]
==> qor.yml <==
detailed_routing:
  ant_nets: 0
  vias_per_cell: 4.20
  wl_per_cell_um: 10.8
  antenna_cells: 0
  first_pass_iters: 4
  drtIter0Drc: 59
  vias: 1776
  drc: 0
  drt-total-wl_um: 4590
job:
  warnings: 25
  drv_cap: 0
clock_network:
  hold_buffers: 0
  post_cts_buffers: 0
  clockRootBuffer: "clkbuf_8"
  cts_buffers: 3
  clk_path_buf_depth: 2
  cts_tree: "built"
  cts-htree-levels: 1
  clkSinkCount: 16
  clk_pin_slew_worst_paths_ns: 0.07
power_and_ir_drop:
  p_leak_nw: 1.70
  ir_drop_uv: 259
  power_density_nw_per_um2: 362
synthesis:
  ys_cells: 264
  ys.flops: 16
  yosysWarnings: 1
  netlist_instances: 264
  top_cells_by_count: "inv_1 (77), fa_1 (48), and2_1 (39)"
  yosys_area_um2: 2520
  seq_area_frac_synth_pct: 12.7
  synth_cell_types: 20
  ff_type: "dfxtp_1"
  top_cell: "inv_1"
  async_flop_share_pct: 0
  synth.area.top_cells: "fa_1 (38%), ha_1 (18%), dfxtp_1 (13%)"
  top_cell_area_share_pct: 38.2
  syn_avg_cell_area_um2: 9.54
  top_area_cell: "fa_1"
  synth-edff-count: 0
  syn-cell-area_um2: 2520
die:
  io_pins: 43
  fp_util_pct: 30.8
  die_area_um2: 8770
  fp.dieW_um: 93.6
  rows: 33
  core-area_um2: 8180
  die_h_um: 93.6
final_layout:
  stdcell_area_um2: 3270
  layout-drive-gt1-share_pct: 7.86
  finalNonFillerCells: 423
  area_growth_pct: 29.9
place:
  portBuffers: 42
  gp_congestion: 0.806
  place_area_um2: 3130
  dp_hpwl_um: 4140
  place_inst: 419
sta:
  slew_violations: 0
  period_used_pct: 97.5
  worst_pin_slew_ns: 0.249
  relSlewSlack_pct: 83.4
  fmax_mhz: 115
  hold_viol_final: 0
  rsz0062_at_grt: "false"
  setup_viol: 0
  post-route-min-period_ns: 8.68
global_routing:
  grt_antenna_before_repair: 0
  grt_usage_pct: 12.0
  grt_max_degree: 10
  grt_overflow_total: 0
  grt_pass1_vias: 1818
  grt_pass1_wl_um: 7910
setup_path:
  endpoint_kind: "output pin"
  crit_type: "primary input to output pin"
  cp-start-kind: "primary input"
  arrival_ns: 6.90
  critPathRequiredTime_ns: 7.12
  crit_fanout: 2
hold_path:
  hp-class: "primary input to register"
  hold_path_depth: 1
outcome:
  outcome: "completed"
==> critical path, cell delays in order <==
cell             delay, ns
clkdlybuf4s50_1       0.42
and2_4                0.17
fa_1                  0.49
inv_1                 0.06
fa_1                  0.53
inv_1                 0.05
fa_1                  0.47
fa_1                  0.50
inv_1                 0.06
fa_2                  0.55
inv_1                 0.06
ha_4                  0.25
ha_1                  0.29
a21o_1                0.20
a221oi_4              0.30
buf_4                 0.16
xnor2_1               0.10
clkdlybuf4s50_1       0.47
==> flip-flops by register name, indices dropped and copies added, names as in the netlist <==
| register | count |
|---|---|
| l2a.r2.q | 4 |
| l2b.r2.q | 4 |
| l2a.r1.q | 4 |
| l2b.r1.q | 4 |
==> layout by cell type, fill, tap and decap left out, drive strengths merged <==
cell / instances
nand2: 25
dlymetal6s2s: 10
a21oi: 3
xor2: 2
dfxtp: 16
nand3: 1
and2: 39
fa: 48
dlygate4sd2: 2
a21o: 3
nor2: 2
clkdlybuf4s50: 30
xnor2: 3
nor2b: 1
ha: 36
o21ai: 1
nand3b: 1
inv: 77
clkbuf: 4
a221oi: 2
and3: 1
o21a: 1
buf: 8
nor3: 2
==> worst paths after layout <==
kind | start | end | slack [ns]
hold / removal | d3[0] | l2b.r1.q[0] | 1.96
setup / recovery | c2[3] | final_out[7] | 0.22
==> area by class of cell <==
cell class	instances	area, um2
fillers	825	4900
multi-input cells	171	1970
repair buffers	50	503
flip-flops and latches	16	320
inverters	77	289
well taps	105	131
clock buffers	4	55.1
==> where the power goes <==
part	total, mW	internal [mW]	switching (mW)
logic	1.04	0.628	0.408
clock network	0.0671	0.0393	0.0278
registers	0.0798	0.0755	0.00429
==> cells by family (layout without fill, tap and decap cells) <==
kind of cell | count (synthesis) | after routing | synth area share, %
buffers and inverters | 77 | 131 | 11.5
AND/OR/NAND/NOR | 72 | 72 | 15.1
adder cells (fa/ha/maj) | 84 | 84 | 56.0
AND-OR/OR-AND | 10 | 10 | 2.93
flip-flops | 16 | 16 | 12.7
XOR/XNOR | 5 | 5 | 1.74
==> metal layers <==
layer	wire length [um]	up-vias	track usage (%)	part of all wire, %
met5	0	-	0	0
met4	16	0	1.03	0.35
met3	211	2	2.07	4.6
met2	2180	37	18.4	47
met1	2180	858	19.2	48
li1	-	879	-	-
==> per-stage QoR <==
step / TNS [ns] / hold slack [ns] / worst slack (ns) / total power [mW] / util [%]
after floorplan: 0 / 1.81 / 1.07 / 0.595 / -
after global placement: -0.0259 / 2.23 / -0.0113 / 1.03 / 38.3
after detailed placement: -0.123 / 2.23 / -0.0511 / 1.03 / 38.3
after CTS: 0 / 1.96 / 0.00759 / 1.13 / 39.2
after global routing: 0 / 1.96 / 0.00408 / 1.35 / 40.0
final: 0 / 1.96 / 0.220 / 1.18 / 40.0
==> what timing repair did <==
item                       4_1_cts  5_1_grt
gates resized                    5       20
setup endpoints to repair        4        4
pin swaps                        7       15
No activity file was given, so power comes from the tool's default toggle rates.
